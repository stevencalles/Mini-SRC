==> design.v <==
module Inc_PC_32(input [31:0] PCin, input IncPC, output [31:0] PCout);
	wire PC_C_out;
	add_32 add_32(PCin, 32'd0, IncPC, PCout, PC_C_out);
endmodule
module add_32(input [31:0] A, B, input Cin, output [31:0] Z, output Cout);
	wire Cout1;
	add_16 a1_16 (.A(A[15:0]), .B(B[15:0]), .Cin(Cin), .Z(Z[15:0]), .Cout(Cout1));
	add_16 a2_16 (.A(A[31:16]), .B(B[31:16]), .Cin(Cout1), .Z(Z[31:16]), .Cout(Cout));
endmodule
module add_16(input [15:0] A, B, input Cin, output [15:0] Z, output Cout);
	wire Cout1, Cout2, Cout3;
	add_4 a1_4 (.A(A[3:0]), .B(B[3:0]), .Cin(Cin), .Z(Z[3:0]), .Cout(Cout1));
	add_4 a2_4 (.A(A[7:4]), .B(B[7:4]), .Cin(Cout1), .Z(Z[7:4]), .Cout(Cout2));
	add_4 a3_4 (.A(A[11:8]), .B(B[11:8]), .Cin(Cout2), .Z(Z[11:8]), .Cout(Cout3));
	add_4 a4_4 (.A(A[15:12]), .B(B[15:12]), .Cin(Cout3), .Z(Z[15:12]), .Cout(Cout));
endmodule
module add_4(input [3:0] A, B, input Cin, output [3:0] Z, output Cout);
	wire [3:0] P, G, c;
	assign P = A ^ B;
	assign G = A & B;
	assign c[0] = Cin;
	assign c[1] = G[0] | (P[0] & c[0]);
	assign c[2] = G[1] | (P[1] & G[0]) | (P[1] & P[0] & c[0]);
	assign c[3] = G[2] | (P[2] & G[1]) | (P[2] & P[1] & G[0]) | (P[2] & P[1] & P[0] & c[0]);
	assign Cout = G[3] | (P[3] & G[2]) | (P[3] & P[2] & G[1]) | (P[3] & P[2] & P[1] & G[0]) | (P[3] & P[2] & P[1] & P[0] & c[0]);
	assign Z[3:0] = P^c;
endmodule
==> run.sh <==
#!/bin/bash
# OpenROAD 26Q1-2900-gdf79404cd8, Yosys 0.63+post, stock flow scripts
make -C /OpenROAD-flow-scripts/flow DESIGN_CONFIG=/design/flow/config.mk WORK_HOME=/design/flow/orfs finish
==> config.mk <==
export PLATFORM = sky130hd
export DESIGN_NAME = Inc_PC_32
export DESIGN_NICKNAME = Inc_PC_32
export VERILOG_FILES = /design/flow/design.v
export SDC_FILE = /design/flow/constraint.sdc
export NUM_CORES = 4
export LEC_CHECK = 1
export CORE_AREA = 10 10 78 78
export DIE_AREA = 0 0 88 88
==> constraint.sdc <==
current_design Inc_PC_32

set clk_period 7.2
set clk_io_pct 0.2

create_clock -name clk0 -period $clk_period

set non_clock_inputs [all_inputs -no_clocks]
set_input_delay [expr $clk_period * $clk_io_pct] -clock clk0 $non_clock_inputs
set_output_delay [expr $clk_period * $clk_io_pct] -clock clk0 [all_outputs]
==> qor.yml <==
outcome: "finished clean"
synthToLayoutAreaGrowth_pct: 103.4
rows: 24
synth.distinct_cells: 23
grt_pass1_vias: 896
clkbuf_count: 0
crit_family: "buffers and inverters"
ys_cells: 89
vias: 826
slowest_delay_ns: 0.51
yosysWarnings: 0
detail-route-antenna-nets: 0
dp_hpwl_mm: 2.267
drt_first_pass_iters: 4
regArea_um2: 0
ys_sh_mux_pct: 0
core_um2: 4414
period_used_pct: 69.41
cpMaxStageDelayCell: "clkdlybuf4s50_1"
grt.met1_usage_pct: 8.059
busiest_layer: "met2"
grt-ovfl-total: 0
place_ws_ns: 2.187
aoi_share_pct: 0
p_leak_nw: 0.5053
portBuffers: 65
cts-resized-gates: 0
finalHoldViolations: 0
warnings: 32
fp-utilization_pct: 15.11
whs_path_depth: 3
setup_viol: 0
ys_sh_simple_pct: 50.09
max_cap_violations: 0
vias_per_cell: 4.069
gr-usage-met3_pct: 2.713
worst_pin_slew_ns: 0.3083
drt_iter0_drc: 29
arrival_ns: 3.56
cts_setup_buffers: 0
min_to: "PCout[31]"
die_h_um: 88
cts_hold_buf: 0
rsz0062_at_grt: "no"
met2_usage_pct: 9.987
antenna_found_initial: 0
hold_ws_ns: 3.823
final.min_clock_period_ns: 4.997
postSynthAreaPerCell_um2: 7.493
final.fill_count: 437
crit_path_start: "PCin[1]"
crit_buf_inv: 2
fin_ws_ns: 2.203
synthTopCellsByArea: "xor2_1, xnor2_1, nand3_1, ha_1, nor4_1"
setup_tns_ns: 0
fmax_mhz: 200.1
numPlacedInstances: 203
synth-xor-area-share_pct: 38.09
lay_top_cells: "clkdlybuf4s50_1, xor2_1, xnor2_1, nand3_1, nand2_1"
yosys_area_um2: 666.9
ios: 65
grt_usage_pct: 6.230
grt_start_max_net_pins: 19
synthTopLogicFamily: "simple AND/OR/NAND/NOR gates"
syn_inst: 89
grt_pass1_wl_mm: 4.091
seq_area_frac_synth_pct: 0
finalMaxSlewViolations: 0
routedWlPerCell_um: 12.64
gp_congestion: 0.7589
sequential_cell_total: 0
slew-limit-headroom_pct: 79.26
hp-class: "in -> out"
drive_above_1_share_pct: 5.960
synth_area_leader_cell: "xor2_1"
p_total_w: 0.00005525
route.detailed.drc: 0
comb_area_um2: 625.6
path_class: "in -> out"
ys_sh_adder_pct: 5.629
worst_path_most_repeated_cell: "clkdlybuf4s50_1"
lay_top_count: "clkdlybuf4s50_1"
drt_wl_total_mm: 2.565
crit_path_end_kind: "primary output"
cp_cell_sequence: "clkdlybuf4s50_1 -> and4_1 -> nand3_4 -> nor4_1 -> xor2_1 -> clkdlybuf4s50_1"
diodes: 0
die_area_um2: 7744
ir_worst_vdd_mv: 0.01346
final_cells: 203
power_density_nw_per_um2: 40.74
required_ns: 5.76
die_w_um: 88
top_area_share_pct: 24.95
crit_fanout: 18
hp-start: "PCin[31]"
syn_area_um2: 666.9
cp-start-kind: "input pin"
==> synthesized netlist by cell type (all sizes together) <==
| cell type | count |
|---|---|
| xor2 | 19 |
| xnor2 | 10 |
| nand3 | 9 |
| nand2 | 8 |
| nor3 | 8 |
| nor4 | 7 |
| and3 | 6 |
| inv | 4 |
| and2 | 3 |
| and4 | 3 |
| buf | 3 |
| ha | 3 |
| nand4 | 3 |
| nor2 | 2 |
| nor3b | 1 |
==> power breakdown <==
group | internal [W] | switching [W] | total, W
combinational | 0.0000392 | 0.0000161 | 0.0000552
clock | 0 | 0 | 0
sequential | 0 | 0 | 0
total | 0.0000392 | 0.0000161 | 0.0000552
==> worst min-delay path, delay by kind of cell <==
family	cells	cell delay [ns]
buffers and inverters	2	0.88
XOR/XNOR	1	0.06
==> how the worst max path moves through the flow <==
stage	cells after the start	slack [ns]	to
CTS	6	2.19	PCout[26]
finish	6	2.20	PCout[30]
global route	6	2.02	PCout[30]
==> through the flow <==
| stage | area [um^2] | utilization [%] |
|---|---|---|
| 3_5_place_dp | 1356 | 30.73 |
| 2_1_floorplan | 666.9 | - |
| 6_report | 1356 | 30.73 |
| 3_3_place_gp | 1356 | 30.73 |
| 5_1_grt | 1356 | 30.73 |
| 4_1_cts | 1356 | 30.73 |
==> cell families (layout without fill, tap and decap cells) <==
logic type / Yosys count / in the layout
adder cells (fa/ha/maj): 3 / 3
AND/OR/NAND/NOR: 50 / 50
XOR/XNOR: 29 / 29
buffers and inverters: 7 / 69
==> final cells by class <==
class                      count  share of cell area [%]
timing repair buffer          65                   47.97
multi-input combinational     82                   46.13
tap                           52                   4.797
inverter                       4                   1.107
==> layer usage <==
| metal | part of all wire [%] | wire (um) |
|---|---|---|
| met5 | 0 | 0 |
| met4 | 0 | 0 |
| met3 | 15 | 381 |
| met2 | 43 | 1097 |
| met1 | 42 | 1087 |
Power and IR drop assume default switching activity.
